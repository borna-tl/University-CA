`flow/design.v`:
```
`timescale 1ns/1ns
module controller(input [5:0]opcode,func,input PCinit,eq,output reg jal, jal_write,RegDst,ALUsrc,MemWrite,MemRead,MemtoReg,RegWrite,output reg [1:0]jsel, output reg PCsrc,clr,output reg[2:0]ALUoperation);
  reg [2:0]ALUop;
  reg Branch;
  always @(opcode)begin
    {RegDst,RegWrite,ALUsrc,MemtoReg,MemWrite,MemRead,Branch, jal, jal_write}=9'b0000000000;
    ALUop = 3'b000;
    case (opcode)
      6'b000000 :begin  
        {ALUsrc,RegDst,MemWrite,MemRead,MemtoReg,RegWrite,Branch}=7'b0000010;
        ALUop = 3'b010;
      end
      6'b100011:begin  
        {ALUsrc,RegDst,MemWrite,MemRead,MemtoReg,RegWrite,Branch}=7'b1101110;
        ALUop = 3'b000;
      end
      6'b101011:begin  
       {ALUsrc,MemWrite,MemRead,RegWrite,Branch}=5'b11000;
        ALUop = 3'b000;
      end
      6'b000010 :begin  
        Branch =1'b0;
      end
      6'b000100 :begin  
        {ALUsrc,MemWrite,MemRead,RegWrite,Branch}=5'b00001;
        ALUop = 3'b001;
      end
      6'b000101 :begin  
        {ALUsrc,MemWrite,MemRead,RegWrite,Branch}=5'b00001;
        ALUop = 3'b001;
      end
      6'b001000 :begin  
       {ALUsrc,RegDst,MemWrite,MemRead,MemtoReg,RegWrite,Branch}=7'b1100010;
        ALUop = 3'b011;
      end
      6'b001010 :begin  
	{ALUsrc,RegDst,MemWrite,MemRead,MemtoReg,RegWrite,Branch}=7'b1100010;
	 ALUop = 3'b111;
	end
      6'b000011 :begin  
	{ALUsrc,RegDst,MemWrite,MemRead,MemtoReg,RegWrite,Branch, jal, jal_write}=9'b000001011;
      end
    endcase
  end
  always@(ALUop,func)begin
    ALUoperation = 3'b101;
    case (ALUop)
      3'b000 :begin
        ALUoperation = 3'b010;
      end
      3'b001 :begin
        ALUoperation = 3'b110;
      end
      3'b010 :begin
        if(func == 6'b100000) ALUoperation = 3'b010; 
        if(func == 6'b100010) ALUoperation = 3'b110; 
        if(func == 6'b100100) ALUoperation = 3'b000; 
        if(func == 6'b100101) ALUoperation = 3'b001; 
        if(func == 6'b101010) ALUoperation = 3'b111; 
	if(func == 6'b001000) begin jsel = 2'b10; PCsrc = 1'b1; end
      end 
      3'b011 :begin
        ALUoperation = 3'b010;
      end
      3'b100 :begin
        ALUoperation = 3'b000;
      end 
      3'b111 :begin
	ALUoperation = 3'b111;
      end
    endcase
  end
  always@(Branch,opcode,eq)begin
    PCsrc = 1'b0;
    jsel = 2'b00;
    if(Branch == 1'b0)begin
      if(opcode == 6'b000010)begin
	jsel = 2'b01;
        PCsrc = 1'b1;
      end
    end
    else begin
      if(opcode == 6'b000100)PCsrc = eq;
      if(opcode == 6'b000101)PCsrc = ~eq;
    end
  end
  always@(posedge PCinit)begin
    PCsrc = 1'b0;
  end
  always@(eq)begin
    clr = (opcode == 6'b000100 && eq) || (opcode == 6'b000101 && ~eq)? 1 : 0;
  end
  always@(jsel)begin
    clr = 1'b0;
    if(jsel) clr = 1'b1;
  end
endmodule
```
`flow/run.sh`:
```
#!/bin/bash
# OpenROAD 26Q1-2900-gdf79404cd8, Yosys 0.63+post, stock flow scripts
make -C /OpenROAD-flow-scripts/flow DESIGN_CONFIG=/design/flow/config.mk WORK_HOME=/design/flow/orfs finish
```
`flow/config.mk`:
```
export PLATFORM = sky130hd
export DESIGN_NAME = controller
export DESIGN_NICKNAME = controller
export VERILOG_FILES = /design/flow/design.v
export SDC_FILE = /design/flow/constraint.sdc
export NUM_CORES = 4
export LEC_CHECK = 1
export CORE_AREA = 10 10 70 70
export DIE_AREA = 0 0 80 80
```
`flow/constraint.sdc`:
```
current_design controller

set clk_period 1.6
set clk_io_pct 0.2

create_clock -name clk0 -period $clk_period [get_ports {PCinit}]

set non_clock_inputs [all_inputs -no_clocks]
set_input_delay [expr $clk_period * $clk_io_pct] -clock clk0 $non_clock_inputs
set_output_delay [expr $clk_period * $clk_io_pct] -clock clk0 [all_outputs]
```
==> metrics.yaml <==
synth_area_leader_cell: "buf_4"
yosys_area_sq_um: 295.3
path_max_fanout: 3
layout_min_cycle_time_ns: 1.650
die_x_microns: 80
critPathKind: "primary input to primary output"
nFlopsAndLatches: 0
postSynthSeqShare: 0
startpoint_type: "primary input"
arrival_ns: 1.33
fin_crit_sh: 1.031
ys_top_cells_by_area: "buf_4 15%, nor4_2 8.5%, buf_6 7.6%"
drt_iter0_markers: 19
rows: 21
met1_usage: 0.05933
slew_viol_final: 0
final-seq-area_sq_um: 0
cp_slowest_cell: "a211o_1"
pin_count: 29
grt_max_degree: 8
antenna_cells: 0
gp_congestion: 0.7972
grt_pass1_wl_microns: 2111
endpoint_kind: "primary output"
setup_ws_ns: -0.04994
post-place-cells: 109
syn_to_final_growth_pct: 137.3
top_area_frac: 0.1525
crit_chain: "dlygate4sd2_1, a211o_1, nor3_2, nor4_4, buf_2"
yosys.cell_types.count: 25
io_buffers: 23
antenna_found_initial: 0
setup_violations: 1
clkbuf_count: 0
fin_cells: 113
die_h_microns: 80
synth.most_common_cell: "buf_4"
drt_first_pass_iters: 4
dp_slack_ns: -0.7728
use_met2: 0.05136
routedWlPerCell_microns: 12.47
busiest_layer: "met1"
hpwl_microns: 1021
syn-cell-area_sq_um: 295.3
drc_errors: 0
violations: "setup timing"
status: "finished with violations"
coreArea_sq_um: 3416
hold_viol: 0
ant_nets: 0
grt_pass1_vias: 419
required_ns: 1.28
ys_cells: 40
met3_usage: 0.01818
rsz0062_at_grt: "true"
total_power_uw: 130.4
num_vias: 407
synth_cells: 40
holdWs_ns: 0.8830
placed_area_sq_um: 570.5
grt_usage: 0.03925
fmax_ghz: 0.6061
finalInstanceArea_sq_um: 700.7
cp_slowest_stage_delay_ns: 0.31
grt_overflow: 0
die_area_sq_um: 6400
drt-vias-per-instance: 3.602
leakagePower_uw: 0.0002722
warning_count: 31
top_cells_by_count: "6 x buf_4, 4 x nor3_1"
hp-class: "primary input to primary output"
power_density_nw_per_um2: 186.1
drive_above_1_share: 0.6567
vdd_ir_drop_max_mv: 0.04903
synth_area_per_cell_sq_um: 7.382
wirelength_microns: 1409
cap_violations: 0
initial_core_util: 0.08645
synth_warnings: 8
==> timing repair <==
| action | CTS | global route |
|---|---|---|
| setup endpoints to repair | 11 | 9 |
| buffers inserted | 3 | 1 |
| endpoints found under the hold margin | 0 | 0 |
| pin swaps | 9 | 9 |
| gates resized | 86 | 8 |
| hold buffers | 0 | 0 |
==> where the power goes <==
group | switching (uW) | leakage (uW) | internal [uW]
Combinational | 62.7 | 0.000272 | 67.7
Sequential | 0 | 0 | 0
Clock | 0 | 0 | 0
Total | 62.7 | 0.000272 | 67.7
==> cell type report <==
| cell class | instances | area [sq um] |
|---|---|---|
| repair buffers | 34 | 280.3 |
| fillers | 383 | 2715 |
| well taps | 46 | 57.56 |
| multi-input cells | 33 | 362.8 |
==> worst max-delay path, delay by kind of cell <==
kind	cells	cell delay, ns
buffers and inverters	2	0.40
AOI/OAI and AO/OA	1	0.31
and+or+nand+nor	2	0.30
==> worst paths after layout <==
kind	from	endpoint	slack, ns	depth (start not counted)
setup / recovery	func[2]	ALUoperation[0]	-0.05	5
hold / removal	opcode[5]	ALUoperation[2]	0.88	3
==> logic make-up after synthesis <==
group,synth area share
AND/OR/NAND/NOR,0.4831
AND-OR/OR-AND,0.2161
XOR/XNOR,0.02967
buffers and inverters,0.2457
other,0.02543
==> metal layers <==
layer / routed length, microns / share of wire
met2: 530 / 0.38
met3: 169 / 0.12
met1: 709 / 0.50
met4: 0 / 0
met5: 0 / 0
==> layout by cell type, fill, tap and decap left out <==
cell type | netlist | layout
nor2_4 | 0 | 1
dlygate4sd2_1 | 0 | 6
a211o_1 | 1 | 1
and2b_1 | 1 | 1
nand3_4 | 0 | 1
nor3_4 | 0 | 1
a21oi_1 | 1 | 1
nor3_2 | 0 | 3
or3b_4 | 0 | 1
a211oi_2 | 0 | 1
a211oi_1 | 2 | 1
and4bb_1 | 1 | 1
buf_2 | 1 | 8
clkdlybuf4s15_1 | 0 | 2
o41ai_4 | 0 | 1
clkdlybuf4s15_2 | 0 | 2
o32a_1 | 1 | 1
clkbuf_2 | 0 | 2
o41ai_2 | 0 | 1
nand2_1 | 1 | 1
or3_4 | 1 | 1
buf_4 | 6 | 8
nor2b_2 | 0 | 1
or4_4 | 0 | 1
nand2b_4 | 0 | 1
buf_8 | 0 | 2
nor4b_2 | 0 | 1
conb_1 | 2 | 4
nor4_4 | 0 | 3
nor2_1 | 2 | 1
buf_6 | 2 | 4
nor2b_1 | 2 | 1
xor2_1 | 1 | 1
o21a_1 | 1 | 1
==> through the flow <==
stage                     setup TNS, ns  utilization
final                          -0.04994       0.2051
after global routing            -0.1074       0.2051
after CTS                      -0.04410       0.1985
after detailed placement         -7.859       0.1670
after global placement           -7.761       0.1670
after floorplan                       0            -
Power figures rest on the tool's default switching activity, not on a simulated workload.
